## /design/flow/config.mk

```make
export PLATFORM = sky130hd
export DESIGN_NAME = TXcounter
export DESIGN_NICKNAME = TXcounter
export VERILOG_FILES = /design/flow/design.v
export SDC_FILE = /design/flow/constraint.sdc
export NUM_CORES = 4
export LEC_CHECK = 1
export CORE_AREA = 10 10 70 70
export DIE_AREA = 0 0 80 80
```

## /design/flow/constraint.sdc

```tcl
current_design TXcounter

set clk_period 2.0
set clk_io_pct 0.2

create_clock -name clk0 -period $clk_period [get_ports {clk}]

set non_clock_inputs [all_inputs -no_clocks]
set_input_delay [expr $clk_period * $clk_io_pct] -clock clk0 $non_clock_inputs
set_output_delay [expr $clk_period * $clk_io_pct] -clock clk0 [all_outputs]
```

## /design/flow/design.v

```verilog
module TXcounter(reset,inc,cnt,clk);
input reset, inc, clk;
output reg [5:0] cnt;
always @ (posedge clk)
begin
    if(reset)
        cnt = 1'd1;
    else
        begin
        if(inc)
        cnt <= cnt+1'd1;
        end
end
endmodule
```

## /design/flow/run.sh

```bash
#!/bin/bash
# OpenROAD 26Q1-2900-gdf79404cd8, Yosys 0.63+post, stock flow scripts
make -C /OpenROAD-flow-scripts/flow DESIGN_CONFIG=/design/flow/config.mk WORK_HOME=/design/flow/orfs finish
```

==> notes.md <==
Summary of implementation figures.

Status
The run finished with clean final reports.

Timing
For reference, the final report shows the max-slew violation count at 0. The slew at the pin with the worst max-slew slack is 0.2513 ns. Between clock sinks in the finished design, the worst skew comes to 0.002031 ns. The final critical delay including setup and external delays is between 1.5 and 2 ns.

Per the slew report, the remaining headroom to the max-slew limit stands at 0.8319. From the final report, the count of setup violators was given as 0. The number of failing hold endpoints at the final stage is 0.

Dividing the final minimum period by the clock period gives 0.7826. Final hold analysis gives a worst-case slack of 0.4945 ns. The highest achievable clock rate is 638.9 MHz. Setup repair after global routing left no endpoint under its margin. The total negative slack for setup checks is 0 ns.

Power and ir drop
The sequential share of power is 0.474. The part of the total power dissipated in the clock network is 0.403. The script extracted a net switching power of 0.06776 mW. For this design the static power due to leakage is 0.1463 nW. The peak supply drop is 0.3186 mV. The power per unit of standard cell area is 710.1 mW/mm^2. The combinational cell fraction of total power is 0.123. The switching part of the total is 0.2376. The internal power summed over all cells is between 0.2 and 0.25 mW.

Job
The number of maximum-capacitance constraint violations is 0. Warnings raised by the tools during the run amount to 25.

Global route
Total global-route track usage over all layers is 0.02206. The largest net degree at the start of global routing is 7. The final global-route overflow total is 0. The number of global-route vias before repair is 219. The first global-routing pass estimated approximately 1100 um of wire.

The number of antenna violations at the first check in global routing is 0.

Clocking
The clock root buffer is sky130_fd_sc_hd__clkbuf_4. Post-CTS repair ended up resizing 0 cells. Clock latency on the worst-skew pair, taken at its later pin, is 0.25 ns. The number of H-tree branching levels is 1. The total number of clock tree sinks is 6. TritonCTS built the clock tree. For this design, the CTS-stage hold fixing added 0 buffers. The post-CTS setup-driven buffer insertion count is 0.

Looking at the clock tree report, the maximum root-to-sink buffer count equals 2. The clock transition at the registers of the reported paths is 0.05 ns. Counting the buffers created by CTS gives 3.

Setup path
In this run the critical register-to-register path is captured at cnt[5]. Data on the critical path is required at its endpoint by 1.60 ns. The worst-path maximum fanout is 4. The cell sequence reported for the critical path is clkdlybuf4s50_1.

The buffer and inverter count on the worst path is 1. The timing report attributes the biggest portion of critical-path delay to buffers and inverters. Per the STA report, the cell with the highest stage delay on the worst path is sky130_fd_sc_hd__clkdlybuf4s50_1. The largest stage delay on the critical path is 0.51 ns. The kind of capture point of the worst setup path is an output port. In this run the register-to-register setup slack is 0.86 ns.

The logic depth of the worst register-to-register path is 3. STA classifies the critical path startpoint as a flip-flop. The worst reg2reg path startpoint is cnt[2]. The arrival time of the worst setup path is 1.17 ns. The type of the worst setup path is flip-flop to output port.

Finish
In this run the layout overhead on the synthesized area is reported as 66.32%. The number of flip-flops under the largest register name is 6. The registers reported with the highest flop counts are cnt x6.

The layout summary lists the proportion of cells stronger than drive strength 1 as 0.1143. cnt holds more flip-flops than any other register.

Floorplan
The floorplan die width is 80 um. The cell row count is 21. The total die size is 0.006400 mm^2. The effective utilization at floorplan is 0.07070.

The core region is 0.003416 mm^2. The die is 80 um tall. According to the I/O placement log, the pin count is 9.

Synthesis
The number of register bits inferred by synthesis is 6. The post-synthesis cell count is 24. The tally of yosys warning messages is 1.

After synthesis the cells add up to 241.5 um^2. Each instance of the synthesized netlist takes up on average between 10 and 15 um^2. The synth_stat.txt file lists the number of cells as 24. The synthesized netlist has a Yosys-reported chip area of 241.5 um^2. Of the synthesized area, sequential elements account for 0.4974. The number of distinct library cells after synthesis is 13.

Min path
Hold analysis lists the worst path endpoint as cnt[5]. The start point of the worst min-delay path is cnt[5]. The path type of the worst min-delay path is flip-flop to flip-flop. The depth of the worst hold-timing path is 2.

Place
According to the dpl log, the detail-placed design has an HPWL of 474.4 um. The final weighted congestion recorded by global placement is ~0.66. The count of port buffers added during placement is 8.

Drt
The routed design ends up with an antenna cell count of 0. After detailed routing, the number of remaining DRC violations is 0. The vias after detailed routing is 218. The residual antenna-violating net count after detailed routing is 0. The via density per instance is around 2.7. The routed wirelength normalized by instance count is ~7.7 um. The detailed-route wire length is 622 um.

The number of iterations in the first detailed-routing pass is 2. In this run, the number of DRC markers left after iteration 0 of detailed routing was 7.
[metal layers]
layer	wire (um)	global-route usage	up-vias
met4	0	0.005282	0
li1	-	-	106
met1	346	0.03081	99
met2	169	0.02006	13
met3	106	0.02386	0
met5	0	0	-
[layout make-up]
| cell class | instances | area [um^2] |
|---|---|---|
| clock buffers | 3 | 22.52 |
| repair buffers | 8 | 80.08 |
| fillers | 400 | 3014 |
| flip-flops and latches | 6 | 120.1 |
| well taps | 46 | 57.56 |
| multi-input cells | 18 | 121.4 |
[worst reg2reg max path: stages (launching register included)]
cell and delay, ns:
sky130_fd_sc_hd__dfxtp_1 0.41, sky130_fd_sc_hd__nand4_2 0.16, sky130_fd_sc_hd__or3_1 0.37, sky130_fd_sc_hd__a21oi_1 0.14
[cells in the mapped netlist (all sizes together)]
master / instances / share of area
nand4: 2 / 0.078
nand2: 2 / 0.031
or3: 1 / 0.026
dfxtp: 6 / 0.50
xnor2: 1 / 0.036
ha: 1 / 0.052
nand2b: 1 / 0.026
a21oi: 1 / 0.021
o21ai: 1 / 0.021
nor2: 4 / 0.062
xor2: 3 / 0.11
mux2i: 1 / 0.041
[worst max-delay path by stage]
stage                  start     end  slack (ns)  depth (start not counted)
after CTS             cnt[0]  cnt[0]        0.42                          1
after global routing  cnt[0]  cnt[0]        0.36                          1
final                 cnt[2]  cnt[2]        0.43                          1
[layout by cell type, fill, tap and decap left out, drive strengths merged, types with 2 or more instances in the layout]
cell type | Yosys | routed
clkdlybuf4s50 | 0 | 8
nor2 | 4 | 4
nand4 | 2 | 2
clkbuf | 0 | 3
xor2 | 3 | 3
dfxtp | 6 | 6
nand2 | 2 | 2
[cells by family (layout without fill, tap and decap cells)]
| logic type | Yosys count | in the layout | synth area share |
|---|---|---|---|
| AOI/OAI and AO/OA | 2 | 2 | 0.04141 |
| xor gates and xnor gates | 4 | 4 | 0.1451 |
| adders and majority gates | 1 | 1 | 0.05181 |
| buffers and inverters | 0 | 11 | 0 |
| DFF | 6 | 6 | 0.4974 |
| muxes | 1 | 1 | 0.04145 |
| and+or+nand+nor | 10 | 10 | 0.2228 |
[power groups by stage]
stage         sequential [mW]  combinational (mW)  clock [mW]
CTS                     0.135              0.0358       0.120
global route            0.136              0.0409       0.127
finish                  0.135              0.0351       0.115
[stage by stage]
step           total power [mW]  utilization  setup WS [ns]  cells  instance area (um^2)
6_report                 0.2852       0.1176         0.4348     81                 401.6
5_1_grt                  0.3043       0.1176         0.3610     81                 401.6
4_1_cts                  0.2905       0.1176         0.4187     81                 401.6
3_5_place_dp             0.1723       0.1110         0.2526     78                 379.1
3_3_place_gp             0.1700       0.1110         0.3127     78                 379.1
2_1_floorplan            0.1485            -         0.9847     24                 241.5
Power and IR drop assume default switching activity.
